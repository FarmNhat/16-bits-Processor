<file path="/design/flow/run.sh">
#!/bin/bash
# OpenROAD 26Q1-2900-gdf79404cd8, Yosys 0.63+post, stock flow scripts
make -C /OpenROAD-flow-scripts/flow DESIGN_CONFIG=/design/flow/config.mk WORK_HOME=/design/flow/orfs finish
</file>
<file path="/design/flow/config.mk">
export PLATFORM = sky130hd
export DESIGN_NAME = int_float
export DESIGN_NICKNAME = int_float
export VERILOG_FILES = /design/flow/design.v
export SDC_FILE = /design/flow/constraint.sdc
export NUM_CORES = 4
export LEC_CHECK = 1
export CORE_AREA = 10 10 110 110
export DIE_AREA = 0 0 120 120
</file>
<file path="/design/flow/constraint.sdc">
current_design int_float

set clk_period 5.6
set clk_io_pct 0.2

create_clock -name clk0 -period $clk_period [get_ports {clk}]

set non_clock_inputs [all_inputs -no_clocks]
set_input_delay [expr $clk_period * $clk_io_pct] -clock clk0 $non_clock_inputs
set_output_delay [expr $clk_period * $clk_io_pct] -clock clk0 [all_outputs]
</file>
<file path="/design/flow/design.v">
module int_float(
    input wire [31:0] in,
    output wire [31:0] out,
    input wire clk,
    input wire rst,
);
reg [23:0] man;
reg [7:0] exp;
reg [7:0] round;
reg sign;
reg [2:0] state;
reg [31:0] val_a;  
reg guard, r_bit, sticky;  
parameter conv0 = 3'd0; 
parameter conv1 = 3'd1; 
parameter conv2 = 3'd2;
parameter round = 3'd3;
parameter pack = 3'd4;
always @(posedge clk) begin
    case(state)
        conv0:
            if(in == 0)begin
                man <= 0;
                exp <= -127;
                sign <= 0;
                state <= pack;
            end else begin
                val_a <= in[31] ? -in : in;  
                sign <= in[31];
                state <= conv1;
            end
        conv1: begin
            sign <= val_a[31];
            exp <= val_a[31:8];
            round <= val_a[7:0];
            state <= conv2;
        end
        conv2: begin
            if(!man[23])begin
                exp <= exp - 1; 
                man <= man << 1;     
                man[0] <= round[7];
                round <= round << 1;
            end
            else begin
                guard <= round[7];  
                r_bit <= round[6];  
                sticky <= |round[5:0];  
            end
        end
        round: begin
            if(guard && (r_bit || sticky || man[0]))begin    
                man <= man + 1;  
                if(man == 24'hffffff)begin
                    exp <= exp + 1;
                end
            end
            state <= pack;
        end
        pack: begin
            out[31] <= sign;  
            out[30:23] <= exp + 127;  
            out[22:0] <= man;
            state <= conv0;  
        end
    endcase
end
endmodule
</file>
==> impl_metrics.toml <==
# physical design summary
[status]
status = "completed"

[critical_path]
r2r_end = "exp[7]$_DFFE_PP_"
critPathLaunchType = "primary input"
crit_required_ns = 5.50
rrSetupSlack_ns = 3.91
crit_type = "in -> reg"
rr_worst_depth = 4
cp_max_fo = 8
crit_arrival_ns = 3.24
r2r-start = "exp[2]$_DFFE_PP_"
end_kind = "flip-flop"

[pwr]
internal_power_mw = 0.359
p_total_mw = 0.445
switchingPower_mw = 0.0857
power_frac_comb = 0.085
power_density_nw_per_um2 = 211
swShare = 0.193
power_frac_seq = 0.561
leakage_nw = 0.684
vdd_ir_drop_max_mv = 0.0826
clock_power_share = 0.355

[cells_and_area]
instances_no_fill = 305
fin_util = 0.216
syn2layout_area_growth_pct = 35.7
drive_above_1_share = 0.0640
num-fill-cells = 1066
stdcell_area_um2 = 2110

[placed_design]
port_buffers = 41
dp_slack_ns = 1.96
routabilityCongestion = 0.764
dpl.hpwl_mm = 2.52
postPlaceCellArea_um2 = 2030
post-place-cells = 297

[final_timing]
setup_viol = 0
tightest_slew_ns = 0.762
finalHoldViolCount = 0
whs_ns = 0.429
tns_ns = 0
min_period_ns = 3.34
fin_ws_ns = 2.26
rsz0062_at_grt = "false"
maxSlewViolCount = 0
finClkSkew_ns = 0.00605
max_freq_mhz = 299
post-route-period-util = 0.597
slew_headroom = 0.492

[floorplanning]
core_um2 = 9770
die.size.y_um = 120
io_pins = 66
die_area_um2 = 14400
die_w_um = 120
num_rows = 36
fp-utilization = 0.159

[grt]
grt_pass1_vias = 1067
grt_max_degree = 13
grt_pass1_wl_mm = 4.75
grt.total_usage = 0.0398
antenna_found_initial = 0
grt.overflow.total = 0

[yosys]
postSynthSeqShare = 0.572
synth.distinct_cells = 29
syn_inst = 127
yosysWarnings = 4
ys_cells = 127
avgSynthCellArea_um2 = 12.3
ys_seq_elements = 31
yosys_area_um2 = 1560
synth_area_um2 = 1560

[clocking]
post_cts_buffers = 0
cts_tree = "yes"
cts.reportedPaths.clkPinSlew_ns = 0.06
insertion_delay_ns = 0.27
htree_levels = 2
ctsResizeCount = 0
cts_hold_buf = 0
cts.sinks = 31
numCtsBuffers = 5
clock_path_buffers = 2
cts_root_buf = "clkbuf_8"

[route]
wl_mm = 2.98
first_pass_iters = 4
post-route-drc-count = 0
ant_nets = 0
vias_per_cell = 3.24
drt_iter0_markers = 16
dr_total_vias = 989
diodes = 0
routedWlPerCell_um = 9.77

[hold_path]
min_path_cells = 0
hold_path_end = "out[31]$_DFFE_PP_"
hp-start = "sign$_DFFE_PP_"
min_path_type = "reg -> reg"

[flow_run]
cap_violations = 0
warning_count = 26
-- area by class of cell --
class,instances,area [um^2],share of cell area
clock buffers,6,72.6,0.0343
clock inverters,2,7.51,0.00355
inverters,6,22.5,0.0107
multi-input cells,86,543,0.257
flip-flops and latches,31,891,0.422
well taps,133,166,0.0787
repair buffers,41,410,0.194
-- cell usage in the layout (no fill, tap or decap) --
cell type | Yosys | final
clkdlybuf4s50_1 | 0 | 41
edfxtp_1 | 27 | 27
conb_1 | 1 | 23
xnor2_1 | 11 | 11
nand2_1 | 9 | 9
nor2_1 | 6 | 6
inv_1 | 6 | 6
a22o_1 | 5 | 5
nor4_1 | 5 | 5
o21ai_0 | 5 | 5
clkbuf_8 | 0 | 5
dfxtp_1 | 4 | 4
o31ai_1 | 3 | 3
or4_4 | 2 | 2
xor2_1 | 2 | 2
nor4_4 | 2 | 2
clkinv_1 | 0 | 2
nand3_1 | 1 | 1
a22oi_1 | 1 | 1
nor4_2 | 1 | 1
a21oi_1 | 1 | 1
o21ai_1 | 1 | 1
nand4b_1 | 1 | 1
or4_1 | 1 | 1
o41ai_1 | 1 | 1
nand4_1 | 1 | 1
o21a_1 | 1 | 1
or2_2 | 1 | 1
o22ai_1 | 1 | 1
ha_1 | 1 | 1
clkbuf_1 | 3 | 1
-- synth_stat cells, drive strengths merged --
master	instances	area (um^2)
o22ai	1	6.26
edfxtp	27	811
a22o	5	43.8
dfxtp	4	80.1
nor4	8	86.3
o21ai	6	30.0
a21oi	1	5.00
inv	6	22.5
o31ai	3	22.5
nand4	1	6.26
nor2	6	22.5
nand4b	1	8.76
buf	23	173
o41ai	1	8.76
nand3	1	5.00
or2	1	6.26
conb	1	3.75
or4	3	30.0
a22oi	1	7.51
o21a	1	7.51
xor2	2	17.5
xnor2	11	96.3
nand2	9	33.8
clkbuf	3	11.3
ha	1	12.5
-- registers in the layout, indices dropped and copies added (netlist names) --
name / flops
out: 9
val_a: 9
exp: 8
state: 4
sign: 1
-- layer usage --
metal | up-vias | share of wire | GRT usage
li1 | 501 | - | -
met1 | 420 | 0.51 | 0.0578
met5 | - | 0 | 0
met2 | 64 | 0.32 | 0.0461
met3 | 4 | 0.16 | 0.0295
met4 | 0 | 0.0097 | 0.00603
-- how the worst max path moves through the flow --
stage / start / endpoint / slack [ns] / cells past startpoint
finish: in[9] / exp[2]$_DFFE_PP_ / 2.26 / 5
global route: in[9] / exp[1]$_DFFE_PP_ / 2.05 / 5
CTS: in[4] / exp[2]$_DFFE_PP_ / 2.26 / 5
-- critical path, cell delays in order --
cell	delay (ns)
clkdlybuf4s50_1	0.49
nor4_1	0.25
nand4b_1	0.20
or4_4	0.56
o22ai_1	0.62
-- power by group through the flow --
stage	Combinational, mW	Sequential [mW]	Clock (mW)
after CTS	0.0385	0.249	0.161
after global routing	0.0411	0.249	0.175
final	0.0376	0.249	0.158
-- cells by family (layout without fill, tap and decap cells) --
kind of cell | after synthesis | in the layout | share of synthesized area
adders and majority gates | 1 | 1 | 0.00803
xor gates and xnor gates | 13 | 13 | 0.0731
buffers and inverters | 32 | 55 | 0.133
other | 1 | 23 | 0.00241
and+or+nand+nor | 30 | 30 | 0.128
DFF | 31 | 31 | 0.572
AOI/OAI and AO/OA | 19 | 19 | 0.0843
Power is estimated from default activity; no workload was simulated.
