**design/flow/config.mk**
```make
export PLATFORM = sky130hd
export DESIGN_NAME = counter
export DESIGN_NICKNAME = counter
export VERILOG_FILES = /design/flow/design.v
export SDC_FILE = /design/flow/constraint.sdc
export NUM_CORES = 4
export LEC_CHECK = 1
export CORE_AREA = 10 10 88 88
export DIE_AREA = 0 0 98 98
```
**design/flow/constraint.sdc**
```tcl
current_design counter

set clk_period 3.2
set clk_io_pct 0.2

create_clock -name clk0 -period $clk_period [get_ports {clk}]

set non_clock_inputs [all_inputs -no_clocks]
set_input_delay [expr $clk_period * $clk_io_pct] -clock clk0 $non_clock_inputs
set_output_delay [expr $clk_period * $clk_io_pct] -clock clk0 [all_outputs]
```
**design/flow/design.v**
```verilog
module counter(
    input wire clk,
    input wire rst, load, en,
    input wire [15:0] cnt_in,
    output reg [15:0] cnt_out
);
always @(posedge clk)begin
    if (rst) begin
        cnt_out <= 16'b0;  
    end else if (load) begin
        cnt_out <= cnt_in;  
    end else if (en) begin
        cnt_out <= cnt_out + 1;  
    end
end
endmodule
```
**design/flow/run.sh**
```bash
#!/bin/bash
# OpenROAD 26Q1-2900-gdf79404cd8, Yosys 0.63+post, stock flow scripts
make -C /OpenROAD-flow-scripts/flow DESIGN_CONFIG=/design/flow/config.mk WORK_HOME=/design/flow/orfs finish
```
==> results.yml <==
# flow metrics
sta:
  finalClockPeriodUsage_pct: 65.2
  layout_min_cycle_time_ns: 2.09
  rsz_0062_raised_after_global_routing: "false"
  timing.hold.ws_ns: 0.628
  achievable-frequency_mhz: 480
  skew_ns: 0.00187
  report.final.setup_viol: 0
  final_critical_path_setup_slack_ns: 1.11
  maxSlewViolCount: 0
  finalHoldViolations: 0
  max_slew.worst_pin.slew_ns: 0.628
  fin_setup_tns_ns: 0
  max_slew_margin_pct: 58.0
outcome:
  run_status: "finished, final reports clean"
synth:
  synth-adder-area-share_pct: 1.27
  synth.lib_cells_used.distinct: 21
  synth_cells: 112
  synth.area.mux_share_pct: 4.07
  synth.yosys.chip_area_um2: 985
  top_logic_kind: "simple AND/OR/NAND/NOR gates"
  simple_gate_share_pct: 25.0
  yosys_warnings: 1
  postSynthAreaPerCell_um2: 8.79
  post_synth_aoi_oai_area_pct: 15.5
  postSynthSeqShare_pct: 32.5
  synthXorXnorAreaFrac_pct: 12.5
  synth-cells-yosys: 112
  syn-cell-area_um2: 985
  ys_seq_elements: 16
critical_path:
  crit_end: "cnt_out[5]"
  timing.rr.start: "cnt_out[0]"
  rr_worst_depth: 5
  slowest_stage: "sky130_fd_sc_hd__clkdlybuf4s50_1"
  timing.critical_path.required_ns: 3.37
  terminus_of_the_critical_flop_to_flop_path: "cnt_out[12]"
  timing_worst_setup_path_type: "in -> reg"
  critPathLaunchType: "primary input"
  cp_cell_sequence: "clkdlybuf4s50_1 > nand4_4 > or3_1 > a21o_1 > a21oi_1"
  cp-end-kind: "flop"
  crit_arrival_ns: 2.25
  regToRegSetupSlack_ns: 1.68
  timing.critical_path.from: "en"
  max_stage_delay_ns: 0.65
  timing.critical_path.fanout_max: 12
layout:
  most-common-layout-cells: "sky130_fd_sc_hd__clkdlybuf4s50_1, sky130_fd_sc_hd__dfxtp_1, sky130_fd_sc_hd__a21oi_1, sky130_fd_sc_hd__inv_1, sky130_fd_sc_hd__o21a_1"
  postLayoutCoreUtil_pct: 24.3
  reg.largest.list: "cnt_out (16)"
  fin_cells: 219
  largest_register: "cnt_out"
  lay_top_count: "sky130_fd_sc_hd__clkdlybuf4s50_1"
  syn2layout_area_growth_pct: 45.9
  design_area_mm2: 0.00144
  largest_reg_flops: 16
  post_route_cells_drive_above_1_share_pct: 8.33
place:
  port_buffers: 35
  dp_slack_ns: 0.861
  routabilityCongestion: 0.745
  dp_hpwl_mm: 2.07
  placed_cell_area_mm2: 0.00140
  place.detailed.instances: 216
floorplan:
  chip_footprint_mm2: 0.00960
  design.portCount: 36
  die-width_um: 98
  initial_util_pct: 16.6
  die-height_um: 98
  core_mm2: 0.00592
  row_count: 28
power_and_ir_drop:
  ir_worst_vdd_mv: 0.189
  cellLeakagePower_nw: 0.580
  cellPowerDensity_mw_per_mm2: 331
  total_power_consumption_of_the_routed_design_uw: 475
global_route:
  grt_util_all_layers_pct: 5.49
  grt_max_degree: 30
  grt_pass1_wl_mm: 4.41
  antenna_found_initial: 0
  grt_remaining_overflow: 0
  first_global_vias: 830
routing:
  ant_nets: 0
  drt-initial-drc-count: 38
  drt-total-wl_mm: 2.64
  route.detailed.drc: 0
  wl_per_cell_um: 12.0
  detail_route.first_pass.iterations: 3
  antennaDiodeCount: 0
  vias_cell: 3.81
  vias: 835
clock_network:
  ctsResizeCount: 0
  clock_slew_at_reported_path_ffs_ns: 0.06
  tritoncts: "yes"
  cts.sinks: 16
  clockRootBuffer: "sky130_fd_sc_hd__clkbuf_8"
  clock_tree.buffer_depth: 2
  clock_latency_ns: 0.24
  postCtsSetupRepairBufs: 0
  cts_hold_repair.buffers: 0
  cts_buffers: 3
  number_of_levels_in_the_clock_h_tree: 1
worst_hold_path:
  hold_path_class: "reg -> reg"
flow_run:
  stage_log_warning_count: 25
  cap_violations: 0
[cell usage after synthesis, drive strengths merged]
cell / n / share of area (%)
nand4: 6 / 6.9
a21oi: 13 / 6.6
clkbuf: 5 / 1.9
nor3: 4 / 2.0
a21o: 1 / 0.76
o21ai: 1 / 0.51
ha: 1 / 1.3
o21a: 10 / 7.6
inv: 13 / 5.0
nor2: 7 / 2.7
nor4: 6 / 9.4
or3: 1 / 0.64
xnor2: 5 / 4.4
xor2: 9 / 8.0
dfxtp: 16 / 33
nand3: 3 / 1.5
mux2i: 4 / 4.1
nand2: 5 / 1.9
buf: 2 / 2.3
[critical path, delay by kind of cell]
family	cells	cell delay, ns
compound gates	2	0.30
buf+inv	1	0.65
simple gates	2	0.65
[layout make-up]
class                      count  area (um^2)
clock buffer                   3         41.3
fill                         638         4480
inverter                      13         48.8
multi-input combinational     76          574
sequential                    16          320
tap                           75         93.8
timing repair buffer          36          358
[routing by layer]
layer,vias up,global-route usage (%),part of all wire [%]
met5,-,0,0
met4,0,0.336,0
met3,0,1.99,5.8
met2,23,8.22,43
met1,364,7.68,51
li1,448,-,-
[logic make-up after synthesis]
kind of cell | count (synthesis)
flops | 16
buf+inv | 20
compound gates | 25
xor+xnor | 14
fa+ha+maj | 1
mux | 4
simple gates | 32
[worst min path at each step]
stage | start | to | slack, ns | cells past startpoint
after CTS | cnt_out[15] | cnt_out[15] | 0.63 | 2
after global routing | cnt_out[11] | cnt_out[11] | 0.66 | 2
final | cnt_out[12] | cnt_out[12] | 0.63 | 2
[report_power, final]
group	switching, mW	internal, mW
clock network	0.0644	0.0833
registers	0.0199	0.213
logic	0.0320	0.0628
