==> design.v <==
module ram(
    input wire [8-1:0] addr1,
    input wire [8-1:0] addr2,
    input wire clk,
    input wire read1, write1,
    inout wire [16-1:0] data1,
    inout wire [16-1:0] data2 
);
reg [16-1 : 0] ram [(2**8)-1 : 0];
always @(posedge clk) begin
    if (write1) begin
        ram[addr1] <= data1;  
    end
    if (read1) begin
        data1 <= ram[addr1];  
    end
end
endmodule
==> run.sh <==
#!/bin/bash
# OpenROAD 26Q1-2900-gdf79404cd8, Yosys 0.63+post, stock flow scripts
make -C /OpenROAD-flow-scripts/flow DESIGN_CONFIG=/design/flow/config.mk WORK_HOME=/design/flow/orfs finish
==> config.mk <==
export PLATFORM = sky130hd
export DESIGN_NAME = ram
export DESIGN_NICKNAME = ram
export VERILOG_FILES = /design/flow/design.v
export SDC_FILE = /design/flow/constraint.sdc
export NUM_CORES = 4
export LEC_CHECK = 1
export CORE_UTILIZATION = 50
==> constraint.sdc <==
current_design ram

set clk_period 32.2
set clk_io_pct 0.2

create_clock -name clk0 -period $clk_period [get_ports {clk}]

set non_clock_inputs [all_inputs -no_clocks]
set_input_delay [expr $clk_period * $clk_io_pct] -clock clk0 $non_clock_inputs
set_output_delay [expr $clk_period * $clk_io_pct] -clock clk0 [all_outputs]
==> flow_summary_export.csv <==
group,metric,value,unit
floorplanning,ioPinCount,51,
place,dp_cells,10944,
status,status,"did not finish",
clocking,htree_levels,5,
final_timing,untimed_endpoints,16,
clocking,cts_sinks,4112,
place,place_congestion,0.851,
yosys,ys_sh_aoi,0.0365,
yosys,logic_family,"multiplexers",
status,haltStage,"4_1_cts",
yosys,ys_ff,4112,
yosys,synth_area_per_cell,23.1,um^2
clocking,post_cts_buffers,0,
yosys,postSynthSeqShare,0.794,
clocking,postCtsHoldBufs,0,
clocking,cts_max_path_buffers,4,
clocking,cts_root_buf,"clkbuf_16",
floorplanning,die-width,560,um
floorplanning,fp_util,0.503,
yosys,ys_chip_area,156000,um^2
yosys,xor_area_frac,0,
yosys,synth-edff-count,4112,
clocking,cts_resized,0,
yosys,ys_types,21,
floorplanning,fp.dieH,560,um
yosys,yosysWarnings,2,
place,place_ws,18.96,ns
yosys,ys.flop_type,"edfxtp_1",
yosys,ys_sh_simple,0.00906,
yosys,syn_inst,6727,
yosys,fa_ha_area_frac,0,
status,error_line,"[error] [KeplerFormal.cpp:679] Workflow failed: Iso has multiple drivers: .data18, place1115.X0",
clocking,cts_buffers,405,
floorplanning,rows,204,
place,port_buffers,10,
yosys,async_reset_ff_frac,0,
place,hpwl,220000,um
yosys,ys_cells,6727,
yosys,syn_area,156000,um^2
yosys,mux_share,0.148,
## stage by stage
step	util	hold slack, ns	cell area [um^2]
after floorplan	-	0.896	156000
after global placement	0.529	0.691	163000
after detailed placement	0.529	0.688	163000
## logic make-up after synthesis
kind of cell	count (synthesis)
mux	1024
compound gates	832
flops	4112
buf+inv	421
simple gates	338
## cell usage after synthesis, types with 25 or more instances
cell / count / area (um^2)
nor2_1: 232 / 871
nand2_1: 28 / 105
edfxtp_1: 4112 / 123000
a21oi_1: 256 / 1280
clkbuf_1: 249 / 935
o41ai_1: 64 / 561
nor3_1: 30 / 150
buf_1: 54 / 203
a22oi_1: 512 / 3840
mux4_2: 1024 / 23100
buf_2: 76 / 380
buf_6: 25 / 282
